[flow/design.v]
module vend_ctrl( coin, clock, reset, newspaper ) ;
    input   [1:0]   coin ;                               
    input           clock ;                              
    input           reset ;                              
    output          newspaper ;                          
    wire            newspaper ;                         
    reg     [1:0]   fsm_state ;                          
    parameter   S0  = 2'b00 ;                            
    parameter   S5  = 2'b01 ;                            
    parameter   S10 = 2'b10 ;                            
    parameter   S15 = 2'b11 ;                            
    parameter   COIN_0  = 2'b00 ;                        
    parameter   COIN_5  = 2'b01 ;                        
    parameter   COIN_10 = 2'b10 ;                        
    assign  newspaper = (fsm_state == S15) ;             
    always  @( posedge clock )
        if ( reset )
            fsm_state <= S0 ;                                            
        else
            case ( fsm_state ) 
                S0  :   if      ( coin == COIN_5 )  fsm_state <= S5 ;    
                        else if ( coin == COIN_10 ) fsm_state <= S10 ;   
                S5  :   if      ( coin == COIN_5 )   fsm_state <= S10 ;   
                        else if ( coin == COIN_10 )  fsm_state <= S15 ;   
                S10 :   if      ( coin == COIN_5 )  fsm_state <= S15 ;   
                        else if ( coin == COIN_10 ) fsm_state <= S15 ;   
                S15 :   fsm_state  <= S0 ;                               
                default : fsm_state <= S0 ;                              
            endcase
endmodule
[flow/run.sh]
#!/bin/bash
# OpenROAD 26Q1-2900-gdf79404cd8, Yosys 0.63+post, stock flow scripts
make -C /OpenROAD-flow-scripts/flow DESIGN_CONFIG=/design/flow/config.mk WORK_HOME=/design/flow/orfs finish
[flow/constraint.sdc]
current_design vend_ctrl

set clk_period 1.1
set clk_io_pct 0.2

create_clock -name clk0 -period $clk_period [get_ports {clock}]

set non_clock_inputs [all_inputs -no_clocks]
set_input_delay [expr $clk_period * $clk_io_pct] -clock clk0 $non_clock_inputs
set_output_delay [expr $clk_period * $clk_io_pct] -clock clk0 [all_outputs]
[flow/config.mk]
export PLATFORM = sky130hd
export DESIGN_NAME = vend_ctrl
export DESIGN_NICKNAME = vend_ctrl
export VERILOG_FILES = /design/flow/design.v
export SDC_FILE = /design/flow/constraint.sdc
export NUM_CORES = 4
export LEC_CHECK = 1
export CORE_AREA = 10 10 70 70
export DIE_AREA = 0 0 80 80
==> out/qor.csv <==
stage,metric,value,unit
outcome,status,"finished, final reports clean",
clock_network,CTS Hold Bufs,0,
run,number of warnings in the stage logs,25,
cells_and_area,max reg flops,4,
critical_path,Setup CP Type,input pin to flip-flop,
clock_network,CTS root buffer,clkbuf_4,
synth,Synth top cells by count,"dfxtp_1, a211oi_1, a21oi_1, nor2b_2",
critical_path,Crit. path cell count,3,
final_timing,Final Hold Fails,0,
critical_path,worst setup path endpoint,fsm_state[0]$_DFF_P_,
critical_path,Crit. End Element,flip-flop,
final_timing,Clock Skew,0.00438,ns
synth,area fraction in mux cells,0.0513,
cells_and_area,final cell count without fillers,72,
die,Core ar.,3420,sq um
synth,aoi share,0.237,
final_timing,unrepaired setup endpoints after global routing,false,
critical_path,Slowest Stage Delay on Critical Path,0.58,ns
final_timing,Slew @ Worst Pin,0.321,ns
synth,Largest logic family,AND-OR/OR-AND gates,
worst_hold_path,Hold WC Path Type,flip-flop to flip-flop,
synth,number of distinct library cells after synthesis,13,
critical_path,r2r endpoint,fsm_state[2]$_DFF_P_,
synth,mapped cell area,195,sq um
route,number of diodes,0,
global_route,largest net degree at the start of global routing,8,
synth,Ys Warns,1,
synth,Syn Area/Cell,9.76,sq um
synth,Most used DFF post-synth,dfxtp_1,
synth,"EDFF count, synth",0,
global_route,first-pass GRT wire length,814,microns
synth,"top cells, area","dfxtp_1, a211oi_1, nor2b_2, buf_6, a21oi_1",
global_route,All-Layer GR Usage,0.0174,
final_timing,fin worst setup slack,0.0322,ns
cells_and_area,Layout area overhead,54.5,%
cells_and_area,Fillers,412,
cells_and_area,Reg with most FFs,fsm_state,
die,Die H,80,microns
final_timing,Final setup viols,0,
critical_path,reg2reg path depth,3,
synth,ys async rst share,0,
run,max-capacitance violation count,0,
final_timing,Tmin final,1.07,ns
global_route,global route total overflow,0,
final_timing,Final Max Slew Viols,0,
route,post-route ant nets,0,
critical_path,cells along the critical path,"clkdlybuf4s50_1, xnor2_1, a211o_1",
critical_path,CP max stage cell,clkdlybuf4s50_1,
global_route,antenna violations before repair,0,
route,routed vias,169,
clock_network,CTS resizes,2,
die,Chip Area,6400,sq um
final_timing,final worst-path cycle share,0.971,
clock_network,clk slew on worst S/H paths,0.03,ns
place,Buffers on Ports,4,
place,Place WS,-0.344,ns
synth,simple share,0.160,
route,vias per cell,2.35,
clock_network,htree depth,1,
die,row count,21,
critical_path,CP Launch Point,coin[0],
synth,"count leader, synth",dfxtp_1,
synth,YS chip area,195,sq um
cells_and_area,Top Registers,fsm_state (4),
clock_network,CTS buffer count,3,
critical_path,R2R setup slack,0.21,ns
global_route,number of global-route vias before repair,174,
critical_path,WP buf/inv,1,
critical_path,Worst Path Required,1.22,ns
clock_network,Sink Count,4,
synth,ys flops,4,
critical_path,crit path launch type,input pin,
die,I/O pin cnt,5,
cells_and_area,fraction of layout cells with a size suffix above 1,0.231,
place,RePlAce Congestion,0.765,
synth,xor/xnor share,0.0449,
place,dpl cells,69,
route,first-pass iteration count of the detailed router,2,
route,WL final,487,microns
worst_hold_path,Hold Path Stages,1,
clock_network,"Setup Fix Bufs, Post-CTS",0,
synth,Mapped Cells,20,
pwr,pwr dens,1300,nW/um^2
final_timing,Slew headroom,0.786,
synth,Max-area cell share,0.410,
route,routed len/inst,6.76,microns
pwr,leakage,0.000101,uW
critical_path,r2r startpoint,fsm_state[2]$_DFF_P_,
route,initial DRC count,1,
die,Init Core Util,0.0571,
final_timing,Fmax,0.936,GHz
synth,fa+ha+maj area frac,0,
synth,Yosys top cell by area,dfxtp_1,
route,Post-route DRC,0,
clock_network,CTS tree,done,
clock_network,deepest clock path buffer count,2,
synth,number of cells in Yosys stat,20,
critical_path,family with the most delay on the worst path,buffers and inverters,
critical_path,crit path DAT,1.19,ns
clock_network,Late-Pin Clk Latency,0.23,ns
die,chip width,80,microns
critical_path,maximum fanout along the worst path,5,
pwr,worst vdd ir,0.000910,V
synth,Post-synth seq share,0.410,
## where the power goes
part	total [uW]	switching [uW]	internal (uW)
registers	164	7.16	157
logic	51.3	22.0	29.3
clock network	178	56.1	122
## cell type report
type | instances | area (sq um) | share of cell area
Clock buffer | 3 | 22.5 | 0.0747
Multi-Input combinational cell | 14 | 96.3 | 0.320
Sequential cell | 4 | 80.1 | 0.266
Tap cell | 46 | 57.6 | 0.191
Timing Repair Buffer | 5 | 45.0 | 0.149
## kinds of logic (layout without fill, tap and decap cells)
family,Yosys count,count (layout)
buffers and inverters,2,8
flip-flops,4,4
AND-OR/OR-AND,7,7
XOR/XNOR,1,1
AND/OR/NAND/NOR,5,5
multiplexers,1,1
## through the flow
| step | power, uW | cell area [sq um] | hold slack [ns] | TNS, ns | utilization |
|---|---|---|---|---|---|
| final | 393 | 302 | 0.439 | 0 | 0.0883 |
| after global routing | 428 | 302 | 0.463 | 0 | 0.0883 |
| after CTS | 401 | 302 | 0.443 | 0 | 0.0883 |
| after detailed placement | 220 | 282 | 0.437 | -1.17 | 0.0824 |
| after global placement | 217 | 282 | 0.433 | -0.982 | 0.0824 |
| after floorplan | 201 | 195 | 0.289 | 0 | - |
## placed cells by master (no fill, tap or decap)
cell type | synthesis | routed
a211o_1 | 1 | 1
a211oi_1 | 3 | 3
a21oi_1 | 2 | 2
buf_4 | 1 | 1
clkbuf_4 | 0 | 3
clkdlybuf4s50_1 | 0 | 2
dfxtp_1 | 4 | 4
dlygate4sd2_1 | 0 | 2
mux2i_1 | 1 | 1
nand2_1 | 1 | 1
nor2_1 | 1 | 1
nor2b_2 | 2 | 2
o21ai_1 | 1 | 1
or2_1 | 1 | 1
xnor2_1 | 1 | 1
## per-layer routing
layer | wire length (microns) | global-route usage | vias to the layer above
li1 | - | - | 85
met1 | 299 | 0.0259 | 76
met2 | 138 | 0.0169 | 8
met3 | 50 | 0.0159 | 0
met4 | 0 | 0.00176 | 0
met5 | 0 | 0 | -
## how the worst min path moves through the flow
stage | start | endpoint | slack (ns)
CTS | fsm_state[3]$_DFF_P_ | fsm_state[0]$_DFF_P_ | 0.44
global route | fsm_state[3]$_DFF_P_ | fsm_state[0]$_DFF_P_ | 0.46
finish | fsm_state[3]$_DFF_P_ | fsm_state[0]$_DFF_P_ | 0.44
Power and IR drop assume default switching activity.
